**./design.v**
```verilog
module AGEX_STAGE(
        input  wire                               clk,
        input  wire                               reset,
        input  wire [1-1:0] from_MEM_to_AGEX,
        input  wire [1-1:0]  from_WB_to_AGEX,
        input  wire [(32+32+32+ 8+32+6 + 32+ 32+ 32+ 32+ 5+ 4)-1:0]         from_DE_latch,
        output wire [(32+32+ 6 +32+  32+ 32+ 5+ 4)-1:0]       AGEX_latch_out,
        output wire [(3 + 3 * 32 + 8)-1:0]  from_AGEX_to_FE,
        output wire [(1+5)-1:0]  from_AGEX_to_DE
    );
    reg [(32+32+ 6 +32+  32+ 32+ 5+ 4)-1:0] AGEX_latch;
    assign AGEX_latch_out = AGEX_latch;
    wire[(32+32+ 6 +32+  32+ 32+ 5+ 4)-1:0] AGEX_latch_contents;
    wire [32-1:0] inst_AGEX;
    wire [32-1:0] PC_AGEX;
    wire [32-1:0] inst_count_AGEX;
    wire [32-1:0] pcplus_AGEX;
    wire [32-1:0] rs1_val_AGEX;
    wire [32-1:0] rs2_val_AGEX;
    wire [32-1:0] sxt_imm_AGEX;
    wire signed [32-1:0] srs1_val_AGEX;
    wire signed [32-1:0] srs2_val_AGEX;
    wire signed [32-1:0] ssxt_imm_AGEX;
    wire [5-1:0] rd_AGEX;
    wire [6-1:0] op_I_AGEX;
    reg [32-1:0] alu_out;
    reg [32-1:0] address;
    reg br_cond_AGEX;  
    wire[4-1:0] bus_canary_AGEX;
    assign srs1_val_AGEX = rs1_val_AGEX;
    assign srs2_val_AGEX = rs2_val_AGEX;
    assign ssxt_imm_AGEX = sxt_imm_AGEX;
    wire is_br = op_I_AGEX == 28
        || op_I_AGEX == 29
        || op_I_AGEX == 32
        || op_I_AGEX == 33
        || op_I_AGEX == 30
        || op_I_AGEX == 31
        || op_I_AGEX == 27
        || op_I_AGEX == 25;
    always @ (*)
    begin
        case (op_I_AGEX)
            28 :
                br_cond_AGEX = rs1_val_AGEX == rs2_val_AGEX;
            29:
                br_cond_AGEX = rs1_val_AGEX != rs2_val_AGEX;
            32:
                br_cond_AGEX = rs1_val_AGEX < rs2_val_AGEX;
            33:
                br_cond_AGEX = rs1_val_AGEX >= rs2_val_AGEX;
            30:
                br_cond_AGEX = srs1_val_AGEX < srs2_val_AGEX;
            31:
                br_cond_AGEX = srs1_val_AGEX >= srs2_val_AGEX;
            25:
                br_cond_AGEX = 1;
            27:
                br_cond_AGEX = 1;
            default:
                br_cond_AGEX = 1'b0;
        endcase
    end
    always @ (*)
    begin
        alu_out = 0;
        address = 0;
        case (op_I_AGEX)
            1:
                alu_out = rs1_val_AGEX + rs2_val_AGEX;
            2:
                alu_out = rs1_val_AGEX - rs2_val_AGEX;
            3:
                alu_out = rs1_val_AGEX & rs2_val_AGEX;
            4:
                alu_out = rs1_val_AGEX | rs2_val_AGEX;
            5:
                alu_out = rs1_val_AGEX ^ rs2_val_AGEX;
            6:
                alu_out = {{31{1'b0}}, srs1_val_AGEX < srs2_val_AGEX};
            7:
                alu_out = {{31{1'b0}}, rs1_val_AGEX < rs2_val_AGEX};
            8:
                alu_out = srs1_val_AGEX >>> rs2_val_AGEX[4:0];
            9:
                alu_out = rs1_val_AGEX >> rs2_val_AGEX[4:0];
            10:
                alu_out = rs1_val_AGEX << rs2_val_AGEX[4:0];
            11:
                alu_out = srs1_val_AGEX * srs2_val_AGEX[4:0];
            12:
                alu_out = rs1_val_AGEX + sxt_imm_AGEX;
            13:
                alu_out = rs1_val_AGEX & sxt_imm_AGEX;
            14:
                alu_out = rs1_val_AGEX | sxt_imm_AGEX;
            15:
                alu_out = rs1_val_AGEX ^ sxt_imm_AGEX;
            16:
                alu_out = {{31{1'b0}}, srs1_val_AGEX < ssxt_imm_AGEX};
            17:
                alu_out = {{31{1'b0}}, rs1_val_AGEX < sxt_imm_AGEX};
            18:
                alu_out = srs1_val_AGEX >>> sxt_imm_AGEX[4:0];
            19:
                alu_out = rs1_val_AGEX >> sxt_imm_AGEX[4:0];
            20:
                alu_out = rs1_val_AGEX << sxt_imm_AGEX[4:0];
            21:
                alu_out = sxt_imm_AGEX;
            22:
                alu_out = PC_AGEX + sxt_imm_AGEX;
            23:
                address = rs1_val_AGEX + sxt_imm_AGEX;
            24:
            begin
                alu_out = rs2_val_AGEX;
                address = rs1_val_AGEX + sxt_imm_AGEX;
            end
            25:
            begin
                alu_out = pcplus_AGEX;
                address = PC_AGEX + sxt_imm_AGEX;
            end
            27:
            begin
                alu_out = pcplus_AGEX;
                address = {rs1_val_AGEX + sxt_imm_AGEX} & -2;
            end
            28:
                address = PC_AGEX + sxt_imm_AGEX;
            29:
                address = PC_AGEX + sxt_imm_AGEX;
            30:
                address = PC_AGEX + sxt_imm_AGEX;
            31:
                address = PC_AGEX + sxt_imm_AGEX;
            32:
                address = PC_AGEX + sxt_imm_AGEX;
            33:
                address = PC_AGEX + sxt_imm_AGEX;
        endcase
    end
    wire [7:0] pht_index;
    wire [32-1:0] predicted_pc;
    assign  {
            inst_AGEX,
            PC_AGEX,
            pcplus_AGEX,
            pht_index,
            predicted_pc,
            op_I_AGEX,
            inst_count_AGEX,
            rs1_val_AGEX,
            rs2_val_AGEX,
            sxt_imm_AGEX,
            rd_AGEX,
            bus_canary_AGEX
        } = from_DE_latch;
    assign AGEX_latch_contents = {
               inst_AGEX,
               PC_AGEX,
               op_I_AGEX,
               inst_count_AGEX,
               alu_out,
               address,
               rd_AGEX,
               bus_canary_AGEX
           };
    wire [32-1:0] br_pc = br_cond_AGEX ? address : pcplus_AGEX;
    wire misprediction = predicted_pc != br_pc;
    assign from_AGEX_to_DE = {misprediction, rd_AGEX};
    assign from_AGEX_to_FE = {
        is_br,
        misprediction,
        br_cond_AGEX,
        address,
        pcplus_AGEX,
        PC_AGEX,
        pht_index
        };
    always @ (posedge clk)
    begin
        if (reset)
            AGEX_latch <= {(32+32+ 6 +32+  32+ 32+ 5+ 4){1'b0}};
        else
            AGEX_latch <= AGEX_latch_contents;
    end
endmodule
```
**./run.sh**
```bash
#!/bin/bash
# OpenROAD 26Q1-2900-gdf79404cd8, Yosys 0.63+post, stock flow scripts
make -C /OpenROAD-flow-scripts/flow DESIGN_CONFIG=/design/flow/config.mk WORK_HOME=/design/flow/orfs finish
```
**./config.mk**
```make
export PLATFORM = sky130hd
export DESIGN_NAME = AGEX_STAGE
export DESIGN_NICKNAME = AGEX_STAGE
export VERILOG_FILES = /design/flow/design.v
export SDC_FILE = /design/flow/constraint.sdc
export NUM_CORES = 4
export LEC_CHECK = 1
export CORE_UTILIZATION = 30
```
**./constraint.sdc**
```tcl
current_design AGEX_STAGE

set clk_period 15.3
set clk_io_pct 0.2

create_clock -name clk0 -period $clk_period [get_ports {clk}]

set non_clock_inputs [all_inputs -no_clocks]
set_input_delay [expr $clk_period * $clk_io_pct] -clock clk0 $non_clock_inputs
set_output_delay [expr $clk_period * $clk_io_pct] -clock clk0 [all_outputs]
```
==> results.toml <==
# physical design summary
[run_status]
status = "finished, final reports clean"

[cts]
clkTransAtPathRegs_ps = 80
cts_resized = 0
root_buffer = "clkbuf_16"
cts_setup_buffers = 0
cts_max_level = 4
cts.sinks = 175
clock_path_buffers = 2
cts_tree = "yes"
cts_buffers = 17
hold_buffers = 0

[setup_path]
cp-end-kind = "output port"
start_kind = "primary input"
arrival_ps = 10760
worstPathMaxFanout = 31
criticalPathCategory = "primary input to output port"
critPathRequiredTime_ps = 12240

[placed_design]
dp_hpwl_mm = 119
io_buffers = 552
gp_congestion = 1.06
place_ws_ps = 1720

[global_route]
overflow = 0
grt_usage_pct = 32.4
use_met3_pct = 7.35
antenna_found_initial = 29
grtUsageMet2_pct = 53.4
grt_max_degree = 62
met1_usage_pct = 39.1
grt_first_pass_wirelength_mm = 204
grt.busiest_layer = "met2"
grt_pass1_vias = 27920

[final_layout]
mostFrequentLayoutCells = "551 x clkdlybuf4s50_1, 324 x nand2_1, 276 x mux2i_1"
regMostFlops = "AGEX_latch"
syn_to_final_growth_pct = 26.2
top_regs = "AGEX_latch (175)"
drive_above_1_share_pct = 5.55
largest_register_ffs = 175
layout.cells.most_common = "clkdlybuf4s50_1"

[pwr]
peakVddDrop_mv = 0.0918
leakage_nw = 14.1
p_sw_w = 0.00104
switching_share_pct = 45.7
p_clk_share_pct = 20.9
power_frac_seq_pct = 21.2
power_frac_comb_pct = 57.9
powerDensity_nw_per_um2 = 68.4
internal-power_w = 0.00124

[final_timing]
maxSlewViolCount = 0
period_used_pct = 90.3
fin_ws_ps = 1480
max_slew_margin_pct = 16.5
clock.fmax_mhz = 72.3
tns_ps = 0
fin_crit_ps = 13820
setup_viol = 0
hold_violations = 0
rsz0062_at_grt = "false"
worst_slew_pin_slew_ps = 1250

[synth]
ys.flop_type = "dfxtp_1"
async_flop_share_pct = 0
syn_inst = 3520
ys_types = 90
synth_area_per_cell_sq_um = 7.52
syn-cell-area_sq_um = 26500
yosys_cells = 3520
ys_area_sq_um = 26500
synth-edff-count = 0
ys_seq_share_pct = 13.2
ys_ff = 175
ys_warn_count = 1

[min_path]
hold_path_class = "primary input to register"

[drt]
first_iter_violations = 2832
first_pass_iters = 10
avgRoutedWirePerCell_um = 28.9
drt-vias-per-instance = 5.78
antenna_left = 0
routed_wl_mm = 146
drc = 0
via_count = 29295

[die]
core_sq_um = 87000
rows = 108
pin_count = 571
chipArea_sq_um = 89400
die_x_um = 299
chipHeight_um = 299
core_util_floorplan_pct = 30.4

[flow_run]
warnings = 89
cap_viol_max_count = 0
==> per-layer routing <==
| metal | vias up | share of wire, % |
|---|---|---|
| li1 | 13204 | - |
| met1 | 14147 | 37 |
| met2 | 1570 | 48 |
| met3 | 358 | 8.6 |
| met4 | 16 | 6.5 |
| met5 | - | 0.079 |
==> synth_stat cells, types with 10 or more instances <==
| cell type | number | area, sq um |
|---|---|---|
| a222oi_1 | 28 | 280 |
| a32oi_1 | 10 | 87.6 |
| fa_1 | 87 | 1740 |
| nand2_1 | 325 | 1220 |
| or3_1 | 23 | 144 |
| nor4_1 | 19 | 119 |
| nand3_1 | 78 | 390 |
| nor3_1 | 56 | 280 |
| a221oi_1 | 62 | 543 |
| a221o_1 | 16 | 160 |
| xor2_1 | 48 | 420 |
| o311ai_0 | 11 | 96.3 |
| nor2_1 | 225 | 845 |
| a21oi_1 | 235 | 1180 |
| nand4_1 | 24 | 150 |
| buf_1 | 19 | 71.3 |
| mux2i_1 | 281 | 2810 |
| buf_4 | 114 | 856 |
| ha_1 | 191 | 2390 |
| o21bai_1 | 38 | 285 |
| nand2b_1 | 26 | 163 |
| dfxtp_1 | 175 | 3500 |
| o2111ai_1 | 20 | 175 |
| o211ai_1 | 21 | 158 |
| a211oi_1 | 39 | 293 |
| and3_1 | 16 | 100 |
| o221ai_1 | 16 | 140 |
| a21o_1 | 54 | 405 |
| xnor2_1 | 86 | 753 |
| o21a_1 | 19 | 143 |
| and2_1 | 108 | 676 |
| nor2b_1 | 165 | 1030 |
| clkbuf_1 | 183 | 687 |
| a22oi_1 | 13 | 97.6 |
| inv_1 | 262 | 983 |
| o21ai_0 | 143 | 716 |
| o22ai_1 | 33 | 206 |
| a31oi_1 | 44 | 275 |
| a2111oi_0 | 20 | 175 |
| o31ai_1 | 16 | 120 |
| buf_2 | 15 | 75.1 |
==> area by class of cell <==
cell class,count,area [sq um]
Fill cell,9086,53600
Multi-Input combinational cell,2749,20400
Timing Repair Buffer,669,6400
Sequential cell,175,3500
Tap cell,1155,1450
Inverter,264,991
Clock buffer,19,453
Clock inverter,13,140
Antenna cell,20,50.0
==> metrics by stage <==
stage	cell area, sq um	util, %	total power, W	hold WS (ps)	cells
after floorplan	26500	-	0.00126	3190	3520
after global placement	32800	37.6	0.00178	3500	5012
after detailed placement	32800	37.6	0.00178	3500	5012
after CTS	33400	38.3	0.00227	2950	5044
after global routing	33400	38.4	0.00241	3000	5064
final	33400	38.4	0.00228	2980	5064
==> logic make-up (layout without fill, tap and decap cells) <==
kind of cell	Yosys count	count (layout)	share of synthesized area, %
compound gates	930	930	24.1
flops	175	175	13.2
simple gates	1111	1111	20.8
fa+ha+maj	278	278	15.6
xor+xnor	134	134	4.44
buf+inv	596	965	10.2
other cells	0	20	0
mux	296	296	11.6
==> power by group through the flow <==
stage                 logic (W)  clock network (W)  registers (W)
after CTS               0.00129           0.000493       0.000485
after global routing    0.00142           0.000505       0.000487
final                   0.00132           0.000477       0.000485
==> worst max-delay path, stage by stage <==
cell             delay, ps
clkdlybuf4s50_1        750
inv_1                  460
ha_1                   250
inv_1                   60
fa_1                   400
nand3_1                120
a21oi_1                130
o311ai_1               460
nand3_1                470
a2111oi_4              870
nor3_4                  80
buf_4                  240
inv_2                  550
mux2i_1                290
xnor2_1                100
a2111oi_2              270
nand4_1                250
nor4_1                 770
o2111ai_1              210
a2111o_1               470
clkdlybuf4s50_1        440
==> final timing paths <==
check,slack [ps],endpoint,depth (start not counted),from
setup / recovery,1480,from_AGEX_to_FE[105],21,from_DE_latch[73]
hold / removal,2980,AGEX_latch[89],2,reset
Power figures rest on the tool's default switching activity, not on a simulated workload.
