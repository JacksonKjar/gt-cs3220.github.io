--- flow/design.v ---
`timescale 1ns / 1ps
module simplestate(
        clk, 
        reset, 
        go,
        done,
    );
    input clk;
    input reset; 
    input go; 
    output done; 
    reg [3:0] count; 
    reg [1:0] state_reg;
    reg done;  
    parameter idle = 2'b00;
    parameter active = 2'b10; 
    parameter finish = 2'b11; 
    always @(posedge clk or posedge reset) begin 
        if (reset) 
            state_reg <= idle;       
        else 
           case (state_reg)
            idle: 
                if (go)
                    state_reg <= active; 
            active: 
                if (count == 2'b11) 
                state_reg <= done; 
             done:
                state_reg <= idle; 
             default: 
                state_reg <= idle; 
            endcase
       end
     always @(posedge clk or posedge reset) 
     begin 
        if (reset) 
            count <= 0; 
         else if ((state_reg == done ) || (state_reg == idle)) 
            count <= 0; 
         else if (state_reg == active)
            count <= count + 1; 
     end 
     always @(posedge clk or posedge reset) 
     begin 
        if (reset) 
        done <= 1'b0;
        else if (state_reg == finish) 
        done <= 1'b1;
        else 
        done <= 1'b0;
     end
endmodule
--- flow/run.sh ---
#!/bin/bash
# OpenROAD 26Q1-2900-gdf79404cd8, Yosys 0.63+post, stock flow scripts
make -C /OpenROAD-flow-scripts/flow DESIGN_CONFIG=/design/flow/config.mk WORK_HOME=/design/flow/orfs finish
--- flow/config.mk ---
export PLATFORM = sky130hd
export DESIGN_NAME = simplestate
export DESIGN_NICKNAME = simplestate
export VERILOG_FILES = /design/flow/design.v
export SDC_FILE = /design/flow/constraint.sdc
export NUM_CORES = 4
export LEC_CHECK = 1
export CORE_AREA = 10 10 70 70
export DIE_AREA = 0 0 80 80
--- flow/constraint.sdc ---
current_design simplestate

set clk_period 1.2
set clk_io_pct 0.2

create_clock -name clk0 -period $clk_period [get_ports {clk}]

set non_clock_inputs [all_inputs -no_clocks]
set_input_delay [expr $clk_period * $clk_io_pct] -clock clk0 $non_clock_inputs
set_output_delay [expr $clk_period * $clk_io_pct] -clock clk0 [all_outputs]
==> run notes <==
According to the dpl log, the detail-placed design has an HPWL of 464 µm. The number of max-capacitance violations reported is 0. According to the floorplan report, the die height is 80 µm. With the remaining global-route overflow at 0, the overall fraction of global-route tracks in use is 2.02%. The detail route stage leaves a number of antenna-violating nets equal to 0. With the setup slack of the critical path after layout at 0.0800 ns, the fraction of registers with async set or reset after synthesis is 100%. The number of warnings printed during yosys synthesis was 1.

The run gives 265 as the via count of the first global-routing pass. Measured along the x axis, the die boundary spans 80 µm. Number of antenna cells inserted: 0. The flip-flop and latch count after synthesis works out to 7.

The synthesized chip area reported by yosys is 330 µm², and the register cell area after layout is 175 µm². Summed over all layers, the routed wires come to 668 µm. In this run, post-CTS hold repair placed 0 buffers. The pre-antenna-repair detailed-routing pass consisted of 4 iterations.

Per the detail_route report, vias per standard cell equal 2.96. The max-slew check reports its worst relative slack as 81.7%. The combinational cell area excluding buffers and inverters was 139 µm². The path class of the lowest-slack min-delay path is primary input to async pin. The arrival time of data at the worst endpoint is listed as 1.29 ns. The critical path is of the register to register type.

Total power density per cell area: 1890 nW/µm². According to the timing report, the data required time at the worst endpoint equals 1.37 ns. In this run the tools logged warnings totalling 25. The synthesized netlist was found by Yosys to have 32 cells. The worst path uses 93.3% of the clock period. In this run the full chip footprint comes out at 6400 µm². With the I/O pin count at 4, the cell area after technology mapping is 330 µm². Looking at the clock tree report, the maximum root-to-sink buffer count equals 2. The actual transition at the worst max-transition pin is 0.274 ns, and the detailed-route wire length per cell is 7.51 µm. OpenSTA, run right after detailed placement, puts the worst setup slack at 0.0876 ns.

The worst setup path is launched from a register. The post-route netlist has 23.3% of its cells at a drive strength greater than 1. With the DRC marker count from the first detailed-route iteration at 6, the core utilization of the finished layout is 13.9%.

The final layout report lists a filler cell count of 405. The sequential area share after synthesis is 53.0%. The synthesis-to-finish area growth was 43.9%; the number of hold violations in the final report was 0. The maximum fanout count along the critical path works out to 3. The insertion delay of the later-clocked pin in the worst-skew pair was 0.25 ns.

Per the finish-stage timing summary, setup violations number 0. After layout, the setup clock skew is reported as 0.0000654 ns. The clock transition at the registers of the reported paths is 0.05 ns, and the static power due to leakage is 0.000202 µW. The run gives 0 for the initial antenna violation count. The depth of the CTS H-tree is 1, and the site row count is 21. The run gives 1.12 ns for the time the final worst path needs with I/O delays and setup. The tools report the CTS root buffer as sky130_fd_sc_hd__clkbuf_4. The wire length of the first global-routing pass was 1100 µm.

Synthesis produced 32 cells. Yosys mapped a number of flops with a built-in enable equal to 0. The register with the most flip-flops in the layout has 4 of them. TritonCTS built the clock tree. Once placement completed, the tool counted placed cells totaling 83. The core area is 3420 µm². Kind of capture point of the worst setup path: a register. During placement, the flow inserted port buffers numbering 3. The tools report the worst voltage drop across the vdd grid as 0.00101 V. The DRC violation total left in the routed layout is recorded as 0.

Per the final report, max-transition violations number 0. The via count of the routed design was 263; the maximum operating frequency was 893 MHz. Once layout is complete, the cells apart from fillers number 89. Before placement the cells fill 9.67% of the core. The run finished with clean final reports.

Entering global routing, the biggest net connects 8 pins. Counting the buffers created by CTS gives 3. The logs give 17 for the number of distinct standard cells referenced by the synthesized netlist and 0.879 for the final weighted congestion of routability-driven global placement.

The number of sinks on the clock net came out at 7. Across all hold checks on the routed design, the worst slack comes to 0.224 ns. The top flip-flop cell by instance count after synthesis was sky130_fd_sc_hd__dfrtp_1. A synthesized cell averages 10.3 µm².
-- cell usage in the layout, fill, tap and decap left out --
cell / netlist / routed
sky130_fd_sc_hd__a21oi_1: 2 / 2
sky130_fd_sc_hd__and2_2: 1 / 1
sky130_fd_sc_hd__buf_4: 0 / 4
sky130_fd_sc_hd__clkbuf_1: 0 / 1
sky130_fd_sc_hd__clkbuf_4: 0 / 3
sky130_fd_sc_hd__clkdlybuf4s50_1: 0 / 2
sky130_fd_sc_hd__dfrtp_1: 7 / 7
sky130_fd_sc_hd__dlygate4sd2_1: 0 / 1
sky130_fd_sc_hd__ha_2: 0 / 1
sky130_fd_sc_hd__inv_1: 5 / 5
sky130_fd_sc_hd__nand2b_1: 2 / 2
sky130_fd_sc_hd__nand4b_1: 1 / 1
sky130_fd_sc_hd__nor2_1: 1 / 1
sky130_fd_sc_hd__nor2b_1: 1 / 1
sky130_fd_sc_hd__nor3_1: 1 / 1
sky130_fd_sc_hd__nor3_2: 1 / 1
sky130_fd_sc_hd__nor3b_1: 1 / 1
sky130_fd_sc_hd__o211ai_1: 2 / 2
sky130_fd_sc_hd__o21ai_0: 3 / 3
sky130_fd_sc_hd__o22ai_1: 1 / 1
sky130_fd_sc_hd__or2b_1: 1 / 1
sky130_fd_sc_hd__or3b_1: 1 / 1
-- stage by stage --
step           setup TNS, ns  cell area (µm²)  total power (µW)
6_report                   0              475               898
5_1_grt             -0.00165              475               996
4_1_cts                    0              465               867
3_5_place_dp               0              433               645
3_3_place_gp               0              433               639
2_1_floorplan              0              330               562
-- routing by layer --
layer	wire (µm)	vias to the layer above	part of all wire, %	global-route usage (%)
met3	54	2	8.1	0.568
met1	299	118	45	2.43
li1	-	131	-	-
met2	299	12	45	3.29
met4	14	0	2.1	0.880
met5	0	-	0	0
-- worst max-delay path, cell delays in order, from the launching register on --
cell and delay (ns):
sky130_fd_sc_hd__dfrtp_1 0.38, sky130_fd_sc_hd__ha_2 0.19, sky130_fd_sc_hd__or3b_1 0.37, sky130_fd_sc_hd__nor3_2 0.10
-- final timing paths --
| kind | end | startpoint | slack (ns) | depth (start not counted) |
|---|---|---|---|---|
| setup reg to reg | state_reg[0] | count[0] | 0.08 | 3 |
| setup / recovery | state_reg[0] | count[0] | 0.08 | 3 |
| min in group clk0 | state_reg[0] | count[3] | 0.47 | 1 |
| hold / removal | done | reset | 0.22 | 2 |
| hold reg to reg | state_reg[0] | count[3] | 0.47 | 1 |
| max in group asynchronous | count[3] | reset | 0.76 | 2 |
-- cell usage after synthesis, types with 2 or more instances --
master	count	share of area, %
sky130_fd_sc_hd__inv_1	5	5.7
sky130_fd_sc_hd__a21oi_1	2	3.0
sky130_fd_sc_hd__dfrtp_1	7	53
sky130_fd_sc_hd__nand2b_1	2	3.8
sky130_fd_sc_hd__o211ai_1	2	4.5
sky130_fd_sc_hd__o21ai_0	3	4.5
-- cell type report --
class	instances	area share [%]
flip-flops and latches	7	36.8
clock buffers	4	5.53
repair buffers	7	12.4
inverters	5	3.95
well taps	46	12.1
multi-input cells	20	29.2
-- power by group --
part / internal (µW) / total [µW] / leakage (µW) / switching [µW]
clock network: 127 / 212 / 0.0000150 / 85.0
logic: 158 / 307 / 0.0000993 / 149
registers: 314 / 379 / 0.0000879 / 65.4
total: 599 / 898 / 0.000202 / 300
-- what timing repair did --
item	4_1_cts	5_1_grt
setup endpoints to repair	1	2
gates resized	1	1
setup buffers	1	1
-- kinds of logic after synthesis --
kind of cell,share of synthesized area (%)
compound gates,14.0
flops,53.0
buf+inv,5.68
simple gates,23.5
fa+ha+maj,3.79
Power is estimated from default activity; no workload was simulated.
